==> design.v <==
module goertzel
#(
	parameter [31:0] bin_coeff = 32'd0000
)
(
    input clk,
    input reset,
    input advance_in,
    input logic signed [23:0] input_sig,
    output logic signed [63:0] power,
    output logic advance
);
logic signed [63:0] v_1;
logic signed [63:0] v_2;
logic signed [63:0] input_sig_64;
logic signed [63:0] bin_coeff_64;
logic padding_flag = 0;
logic [10-1:0] signal_counter = 0;
always_ff @ (posedge clk) begin
    if (advance_in) begin
    if (input_sig < 0)
        input_sig_64 <= {40'b1111111111111111111111111111111111111111, input_sig};
    else
        input_sig_64 <= {40'b0, input_sig};
    padding_flag <= 1;
    if (padding_flag) begin
        advance <= 0;
        v_1 <= input_sig_64 + bin_coeff_64*v_1/8388608 - v_2;
        v_2 <= v_1;
        if (signal_counter == 1024-1) begin
            power <= v_1*v_1/8388608 + v_2*v_2/8388608 - (v_1*v_2)/(8388608)*bin_coeff_64/8388608;
            v_1 <= 0;
            v_2 <= 0;
            advance <=1;
        end
        signal_counter = signal_counter + 1;
    end
end
end
assign bin_coeff_64 = {32'b0, bin_coeff};
endmodule
module goertzel_split (
    input clk,
    input reset,
    input advance_in,
	input wire signed [23:0] input_sig,
	output wire signed [23:0] output_sig1, output_sig2, output_sig3, output_sig4,
	output logic advance1, advance2, advance3, advance4
);
     always @ (*) begin
        advance1 = advance_in;
	    advance2 = advance_in;
	    advance3 = advance_in;
	    advance4 = advance_in;
        output_sig1 = input_sig;
	    output_sig2 = input_sig;
	    output_sig3 = input_sig;
	    output_sig4 = input_sig;
    end
endmodule
==> run.sh <==
#!/bin/bash
# OpenROAD 26Q1-2900-gdf79404cd8, Yosys 0.63+post, stock flow scripts
make -C /OpenROAD-flow-scripts/flow DESIGN_CONFIG=/design/flow/config.mk WORK_HOME=/design/flow/orfs finish
==> config.mk <==
export PLATFORM = sky130hd
export DESIGN_NAME = goertzel
export DESIGN_NICKNAME = goertzel
export VERILOG_FILES = /design/flow/design.v
export SDC_FILE = /design/flow/constraint.sdc
export NUM_CORES = 4
export LEC_CHECK = 1
export CORE_UTILIZATION = 40
==> constraint.sdc <==
current_design goertzel

set clk_period 45.9
set clk_io_pct 0.2

create_clock -name clk0 -period $clk_period [get_ports {clk}]

set non_clock_inputs [all_inputs -no_clocks]
set_input_delay [expr $clk_period * $clk_io_pct] -clock clk0 $non_clock_inputs
set_output_delay [expr $clk_period * $clk_io_pct] -clock clk0 [all_outputs]
==> impl_metrics.ini <==
; flow metrics
[drt]
wl_per_cell_um = 21.8
viasPerCell = 4.90
detail_route.wirelength_um = 364000
drt.antenna.violating_nets = 0
firstDrtPassIters = 5
drc = 0
vias = 81600
drt_iter0_markers = 3582

[yosys]
synthTopLogicFamily = adder cells
synth_seq_share = 0.0555
simple_gate_area_frac = 0.0946
ys_area_mm2 = 0.122
synth.distinct_cells = 90
compound_area_frac = 0.0412
syn_inst = 12700
synth.area.mux_share = 0.000419
yosys_cells = 12700
synth-async-reset-ratio = 0
flop_cell = edfxtp_1
ys_sh_xor = 0.0237
synth-edff-count = 226
ys_ff = 226
fa_ha_area_frac = 0.649
synth_area_mm2 = 0.122
syn_area_per_cell_um2 = 9.66
yosys_warnings = 1

[worst_setup_path]
crit_top_cell = fa_1
r2r_end = power[41]$_DFFE_PP_
r2r_start = v_2[8]$_SDFFCE_PP0P_
crit_fanout = 22
arrival_ns = 15.38
path_class = reg2reg
reg2reg_depth = 46
slowest_delay_ns = 0.73
cp.required_ns = 46.23
start_kind = flop
end_kind = flop
slowest_stage = a21oi_2
reg2reg_setup_slack_ns = 30.85

[placed_design]
placed_cell_area_mm2 = 0.128
hpwlAfterDp_um = 302000
pre_cts_ws_ns = 31.08
port-buffer-count = 90
place_congestion = 1.00

[clocking]
cts_setup_buffers = 0
clk_path_buf_depth = 3
cts_root_buf = clkbuf_16
cts_hold_buffers = 0
clk_latency_ns = 0.59
cts.clk_slew.worst_paths_ns = 0.08
numCtsBuffers = 23
cts_tree = built
post_cts_resized = 0
cts.sinks = 226
htreeDepth = 1

[hold_path]
min_path_type = reg2reg
holdPathEnd = v_2[33]$_SDFFCE_PP0P_
hold_path_depth = 1
min_from = v_1[33]$_SDFFCE_PP0P_

[floorplanning]
core_mm2 = 0.304
dieArea_mm2 = 0.308
fp-utilization = 0.403
io_pins = 92
placementRows = 202
fp.dieW_um = 555
die_h_um = 555

[sta]
worst_pin_slew_ns = 1.01
setup_viol = 0
fin_setup_tns_ns = 0
slew_headroom = 0.325
rsz0062_at_grt = false
setup_slack_ns = 30.85
finalHoldViolCount = 0
period_used_share = 0.328
drv_slew = 0
layout_min_cycle_time_ns = 15.05
max_freq_ghz = 0.0664
fin_worst_skew_ns = 0.0221

[run_status]
status = completed

[global_routing]
grt_pass1_vias = 92800
grt_pass1_wl_um = 566000
antenna_found_initial = 15
grt_max_degree = 62
globalRoute.totalOverflow = 0
track_usage = 0.269

[cells_and_area]
area.growth.synth_to_final_pct = 5.57
stdcell_area_mm2 = 0.129
drive_above_1_share = 0.0255
fillers = 29400

[run]
maxCapViolations = 0
warnings = 45

[pwr]
synthesized netlist by cell type (all sizes together) (5+ instances only):
library cell,instances,area share
a211o,12,0.00086
a211oi,31,0.0021
a21boi,6,0.00037
a21o,139,0.0085
a21oi,211,0.0089
a221o,6,0.00049
a221oi,6,0.00048
a311oi,5,0.00050
a31o,5,0.00036
a31oi,36,0.0019
and2,446,0.023
and3,31,0.0016
and4,6,0.00043
buf,47,0.0015
clkbuf,396,0.012
clkinv,15,0.00046
edfxtp,226,0.055
fa,3389,0.55
ha,919,0.094
inv,3968,0.12
nand2,1291,0.040
nand2b,26,0.0014
nand3,44,0.0018
nand4,40,0.0020
nor2,608,0.019
nor2b,37,0.0019
nor3,31,0.0013
nor3b,8,0.00057
nor4,9,0.00046
o211ai,15,0.00096
o21a,39,0.0024
o21ai,140,0.0058
o21bai,27,0.0017
o31a,10,0.00072
o31ai,11,0.00068
or2,17,0.00087
or3,8,0.00041
xnor2,241,0.017
xor2,90,0.0064
stage by stage:
stage	hold slack (ns)	utilization	cells
2_1_floorplan	0.515	-	12700
3_3_place_gp	0.529	0.423	16600
3_5_place_dp	0.545	0.423	16600
4_1_cts	0.560	0.425	16700
5_1_grt	0.569	0.425	16700
6_report	0.550	0.425	16700
cells by family after synthesis:
family / after synthesis
buffers and inverters: 4426
adder cells (fa/ha/maj): 4308
other: 1
XOR/XNOR: 331
AND/OR/NAND/NOR: 2613
AND-OR/OR-AND: 754
multiplexers: 5
flip-flops: 226
cell usage in the layout, fill, tap and decap left out, types with 15 or more instances in the layout:
master           Yosys  layout
a211oi_1            27      27
a21o_1             139     139
a21oi_1            207     207
a31oi_1             34      34
and2_1             445     443
and3_1              31      31
buf_4                1     218
clkbuf_16            0      23
clkdlybuf4s50_1      0      90
clkinv_1            15      15
edfxtp_1           226     226
fa_1              3389    3389
ha_1               919     919
inv_1             3964    3963
nand2_1           1291    1291
nand2b_1            25      25
nand3_1             44      43
nand4_1             40      40
nor2_1             608     608
nor2b_1             37      37
nor3_1              30      30
o21a_1              39      39
o21ai_0            121     121
o21ai_1             16      16
o21bai_1            27      27
or2_2               16      16
xnor2_1            241     241
xor2_1              90      90
area by class of cell:
class	count	area (um2)	share of cell area
Multi-Input combinational cell	8012	98900	0.766
Inverter	3983	15000	0.116
Sequential cell	226	6790	0.0526
Tap cell	4080	5100	0.0395
Timing Repair Buffer	308	2540	0.0197
Clock buffer	25	583	0.00452
Clock inverter	17	219	0.00170
Antenna cell	7	17.5	0.000136
state kept, by name, indices dropped and copies added (netlist names):
signal          count
advance             1
v_2                63
input_sig_64       24
v_1                63
padding_flag        1
power              64
signal_counter     10
how the worst max path moves through the flow:
stage,start,endpoint,slack [ns],cells past startpoint
CTS,v_2[18]$_SDFFCE_PP0P_,power[41]$_DFFE_PP_,31.01,47
finish,v_2[8]$_SDFFCE_PP0P_,power[41]$_DFFE_PP_,30.85,46
global route,v_2[18]$_SDFFCE_PP0P_,power[41]$_DFFE_PP_,30.45,47
worst max-delay path, delay by kind of cell, from the launching register on:
| family | cells | cell delay, ns |
|---|---|---|
| AND-OR/OR-AND | 14 | 3.94 |
| XOR/XNOR | 2 | 0.28 |
| adder cells (fa/ha/maj) | 13 | 6.22 |
| buffers and inverters | 11 | 2.48 |
| flip-flops | 1 | 0.36 |
| AND/OR/NAND/NOR | 6 | 1.43 |
metal layers:
layer  track usage  part of all wire  routed length (um)
met1         0.337              0.35              127000
met2         0.393              0.45              165000
met3         0.168              0.15               55500
met4        0.0830             0.043               15800
met5       0.00985            0.0013                 483
