[design/flow/run.sh]
#!/bin/bash
# OpenROAD 26Q1-2900-gdf79404cd8, Yosys 0.63+post, stock flow scripts
make -C /OpenROAD-flow-scripts/flow DESIGN_CONFIG=/design/flow/config.mk WORK_HOME=/design/flow/orfs finish
[design/flow/config.mk]
export PLATFORM = sky130hd
export DESIGN_NAME = detector
export DESIGN_NICKNAME = detector
export VERILOG_FILES = /design/flow/design.v
export SDC_FILE = /design/flow/constraint.sdc
export NUM_CORES = 4
export LEC_CHECK = 1
export CORE_UTILIZATION = 40
[design/flow/constraint.sdc]
current_design detector

set clk_period 18.6
set clk_io_pct 0.2

create_clock -name clk0 -period $clk_period [get_ports {clk}]

set non_clock_inputs [all_inputs -no_clocks]
set_input_delay [expr $clk_period * $clk_io_pct] -clock clk0 $non_clock_inputs
set_output_delay [expr $clk_period * $clk_io_pct] -clock clk0 [all_outputs]
[design/flow/design.v]
module detector #(
    parameter ARR_WIDTH=16
)
(
input clk,
input reset,
input advance1, advance2, advance3, advance4,
input logic signed [63:0] power_1,
input logic signed [63:0] power_2,
input logic signed [63:0] power_3,
input logic signed [63:0] power_4,
output logic [2:0] result,  
output logic [2:0] overall_result,
output logic flag
);
    logic advance;
    logic ratio_12;
    logic ratio_13;
    logic ratio_14;
    logic ratio_21;
    logic ratio_23;
    logic ratio_24;
    logic ratio_31;
    logic ratio_32;
    logic ratio_34;
    logic ratio_41;
    logic ratio_42;
    logic ratio_43;
    logic [2:0] last_bin = 3'b111;
    logic [5-1:0] pw1_count = 0;
    logic [5-1:0] pw2_count = 0;
    logic [5-1:0] pw3_count = 0;
    logic [5-1:0] pw4_count = 0;
    logic [5-1:0] silence_count = 0;
    logic [5-1:0] overall_count;
    logic pw1_count_greatest;
    logic pw2_count_greatest;
    logic pw3_count_greatest;
    logic pw4_count_greatest;
    logic silence_count_greatest;
    logic [2:0] result_array [ARR_WIDTH-1 : 0];
always @(posedge clk) begin
    flag <= advance;
    if(ratio_12 && ratio_13 && ratio_14)begin
        result <= 3'b01;
    end
    else if(ratio_21 && ratio_23 && ratio_24)begin
        result <= 3'b10;
    end
    else if(ratio_31 && ratio_32 && ratio_34)begin
        result <= 3'b11;
    end
    else if(ratio_41 && ratio_42 && ratio_43)begin
        result <= 3'b100;
    end
    else begin
        result <= 3'b00;
    end
    if(flag)begin
        result_array[0] <= result;
        for (int i = 1; i < ARR_WIDTH; i++) begin
            result_array[i] <= result_array[i-1]; 
        end
        if(result_array[ARR_WIDTH-1]) begin
            if (pw1_count >= 8)
                overall_result <= 3'b01;
            else if (pw2_count >= 8)
                overall_result <= 3'b10;
            else if (pw3_count >= 8)
                overall_result <= 3'b11;
            else if (pw4_count >= 8)
                overall_result <= 3'b100;
            else
                overall_result <= 3'b00;
        end
        if(result_array[ARR_WIDTH-1] != result) begin
            case(result) 
                3'b00:  silence_count <= silence_count + 1;
                3'b01:  pw1_count <= pw1_count + 1;
                3'b10:  pw2_count <= pw2_count + 1;
                3'b11:  pw3_count <= pw3_count + 1;
                3'b100: pw4_count <= pw4_count + 1;        
            endcase
            case(result_array[ARR_WIDTH-1]) 
                3'b00:  silence_count <= silence_count - 1;
                3'b01:  pw1_count <= pw1_count - 1;
                3'b10:  pw2_count <= pw2_count - 1;
                3'b11:  pw3_count <= pw3_count - 1;
                3'b100: pw4_count <= pw4_count - 1;
            endcase
        end
    end
end
    assign ratio_12 = power_1/(8) > power_2;
    assign ratio_13 = power_1/(8) > power_3;
    assign ratio_14 = power_1/(8) > power_4;
    assign ratio_21 = power_2/8 > power_1;
    assign ratio_23 = power_2/8 > power_3;
    assign ratio_24 = power_2/8 > power_4;
    assign ratio_31 = power_3/(8>>1) > power_1;
    assign ratio_32 = power_3/(8>>1) > power_2;
    assign ratio_34 = power_3/(8>>1) > power_4;
    assign ratio_41 = power_4/8 > power_1;
    assign ratio_42 = power_4/8 > power_2;
    assign ratio_43 = power_4/8 > power_3;
    assign overall_count = pw1_count + pw2_count + pw3_count + pw4_count + silence_count;
    assign advance = (advance1||advance2||advance3||advance4);
endmodule
==> notes.md <==
From the run reports.

- The transition time recorded at the tightest slew-check pin is 953 ps.
- The later-pin clock latency in the skew report reads 330 ps.
- The post-cts sizing count reads 0.
- The half-perimeter wire length after detailed placement reads 87400 µm.
- The number of standard cells reported by yosys reads 3079.
- The switching power summed over all nets reads 0.000481 W.
- Pin placement for this block handled 269 I/O pins.
- The number of slew-limit violations in the final report reads 0.
- The category of the worst setup path capture point reads a register.
- The number of maximum-capacitance violations reads 0.
- Measured in cells, the most critical reg-to-reg path has a length of 6.
- The fraction of synthesis flops using an asynchronous set or reset pin is 0.
- The class of the worst hold path is reg2reg.
- The clock tree root driver cell reads sky130_fd_sc_hd__clkbuf_16.
- Across the VDD grid, the largest voltage drop is 0.0556 mV.
- For this block, the initial DRC count from the detailed router was 2001.
- The TritonCTS sink count is 75.
- The final number of setup-violating endpoints reads 0.
- The worst register-to-register path begins at result_array[15][2].
- The internal power consumption is 0.000657 W.
- The number of synthesized flops with an enable pin reads 71.
- Overall power consumption after layout is estimated at 0.00114 W.
- The relative contribution of combinational cells to total power is 0.593.
- The worst relative slew slack reads 0.359.
- The static leakage reads 13.3 nW.
- The chip area from the yosys synthesis statistics reads 24700 µm².
- The run finished with clean final reports.
- The area of the core is 60700 µm².
- After routing, the total negative slack on setup checks comes to 0 ps.
- The registers of the reported paths see a clock transition of 60 ps.
- The number of H-tree branching levels is 3.
- Setup repair after global routing left no endpoint under its margin.
- The first-pass GRT wire length is 145000 µm.
- The routed layout has 24.7k vias.
- The dominant register cell in the synthesized netlist reads sky130_fd_sc_hd__edfxtp_1.
- The number of cells produced by synthesis is 3079.
- The most frequent logic cell in the layout is sky130_fd_sc_hd__ha_1.
- The part of the cycle the worst path needs is 0.595.
- The via count of the first global-routing pass is 23.2k.
- After synthesis, the mean cell area works out to 8.01 µm².
- The longest clock path from root to sink contains 2 buffers.
- The share of total power dissipated in sequential elements is 0.245.
- The capture point of the worst reg-to-reg path reads pw1_count[4].
- The relative area change from synthesis to final layout reads 16.8%.
- The maximum net fanout on the critical path is 6.
- The largest net degree at the start of global routing reads 52.
- The worst setup path is launched from an input port.
- The fraction of layout cells with a size suffix above 1 is 0.0172.
- Buffers placed on the I/O ports in this run total 267.
- The critical path class reads in2reg.
- The power density of the placed cells reads 39.5 nW/µm².
- The critical path data required time is 18750 ps.
- The timing startpoint of the critical path is power_1[0].
- The tally of OpenROAD warnings reads 26.
- The final RePlAce weighted congestion is 1.02.
- Per the cell usage report, the commonest logic cells after layout are sky130_fd_sc_hd__ha_1, sky130_fd_sc_hd__a21oi_1, sky130_fd_sc_hd__inv_1.
- After synthesis the netlist holds a flip-flop and latch count of 75.
- Hold analysis lists the worst path endpoint as result_array[4][1].
- The fraction of the yosys area taken by sequential cells is 0.0897.
- Buffers inserted during clock tree synthesis total 9.
- Data on the critical path arrives at its endpoint at 11220 ps.
- The DRC violation count after routing is 0.
- The start point of the worst hold path is result_array[3][1].
- The clock tree from TritonCTS reads done.
- The share of power burned in the clock network is 0.162.
- The number of hold buffers added after CTS was 0.
- The minimum setup slack among reg-to-reg paths is 16470 ps.
- After layout, the minimum clock period comes to 11060 ps.
- The overall die area is 62700 µm².
- The number of post-CTS setup repair buffers is 0.
- The global-route congestion overflow total is 0.
- The number of search-and-repair iterations in the first detailed-routing pass reads 5.
- The switching portion of total power comes to 0.422.
- Measured along the x axis, the die boundary spans 250 µm.
- The synthesis warning total is 2.
- In the floorplan report the effective utilization is 0.406.
- The number of cells on the worst hold path is listed as 0.
- The maximum clock frequency reads 0.0904 GHz.
- The average wire per standard cell is 23.5 µm.
- The die boundary height reads 250 µm.
- The total routed wirelength is 98100 µm.
- The detail-routed via count per cell is 5.93.
- The overall global routing resource usage is 0.315.
- Per the final timing report, the hold violations number 0.
- The count of cell types in the netlist reads 70.
- The antenna violation net count after detailed routing is 0.
- The setup clock skew after layout reads 6.73 ps.
- According to the floorplan log, the row count is 90.
- The number of antenna violations at the first check in global routing was 4.
- In this run the cell area of the synthesized design comes to 24700 µm².
[area by class of cell]
cell class	count	area, µm²
repair buffers	290	2850
flip-flops and latches	75	2210
clock buffers	9	225
clock inverters	7	100
multi-input cells	2704	21300
inverters	295	1110
fillers	5946	31900
diodes	4	10.0
well taps	782	978
[power by group through the flow]
stage / registers (W) / clock network (W) / logic, W
finish: 0.000279 / 0.000184 / 0.000675
global route: 0.000285 / 0.000195 / 0.000752
CTS: 0.000280 / 0.000188 / 0.000666
[cell usage after synthesis (all sizes together), types with 68 or more instances]
master / instances / share of area
edfxtp: 71 / 0.086
o21ai: 90 / 0.018
a21oi: 316 / 0.064
xnor2: 253 / 0.090
nor2: 152 / 0.023
nand4: 197 / 0.050
nor3: 68 / 0.015
nand3: 163 / 0.033
ha: 788 / 0.40
nand2: 251 / 0.038
a21o: 81 / 0.025
inv: 295 / 0.045
[kinds of logic (layout without fill, tap and decap cells)]
family / Yosys count / in the layout / synth area share
AND/OR/NAND/NOR: 1009 / 1009 / 0.211
adder cells (fa/ha/maj): 792 / 792 / 0.403
AND-OR/OR-AND: 639 / 639 / 0.157
buffers and inverters: 300 / 601 / 0.0457
XOR/XNOR: 263 / 263 / 0.0934
flip-flops: 75 / 75 / 0.0897
multiplexers: 1 / 1 / 0.000406
other: 0 / 4 / 0
[registers in the layout (all words and copies together), names as in the netlist]
name            cells
result_array       48
flag                1
pw1_count           5
pw4_count           5
result              3
overall_result      3
pw3_count           5
pw2_count           5
[worst max path at each step]
stage                       end  slack (ps)  depth (start not counted)
after CTS             result[2]        7670                         22
after global routing  result[2]        7410                         23
final                 result[2]        7540                         22
[routing by layer]
layer / GRT usage / part of all wire / wire, µm / up-vias
met3: 0.0385 / 0.076 / 7410 / 165
met4: 0.101 / 0.039 / 3850 / 2
met5: 0 / 0.000071 / 7 / -
met2: 0.493 / 0.44 / 43200 / 951
met1: 0.452 / 0.44 / 43600 / 11353
li1: - / - / - / 12225
[per-stage QoR]
stage          setup slack, ps  instances  hold slack (ps)  utilization  area [µm²]
2_1_floorplan            10310       3079              400            -       24700
3_3_place_gp              7350       4146              403        0.469       28500
3_5_place_dp              7330       4146              405        0.469       28500
4_1_cts                   7670       4162              418        0.475       28800
5_1_grt                   7410       4162              423        0.475       28800
6_report                  7540       4166              416        0.475       28800
[worst max-delay path: stages]
cell                              delay [ps]
sky130_fd_sc_hd__clkdlybuf4s50_1         720
sky130_fd_sc_hd__nor3_1                  110
sky130_fd_sc_hd__nor2_1                  120
sky130_fd_sc_hd__ha_1                    190
sky130_fd_sc_hd__ha_1                    280
sky130_fd_sc_hd__nand4_1                 330
sky130_fd_sc_hd__or2_1                   410
sky130_fd_sc_hd__nor2_1                  360
sky130_fd_sc_hd__nand4_1                 440
sky130_fd_sc_hd__or3_1                   710
sky130_fd_sc_hd__or3_1                   430
sky130_fd_sc_hd__xnor2_1                 200
sky130_fd_sc_hd__ha_1                    320
sky130_fd_sc_hd__nand4_1                 180
sky130_fd_sc_hd__nor3b_1                 550
sky130_fd_sc_hd__and4_1                  440
sky130_fd_sc_hd__nand3_1                 290
sky130_fd_sc_hd__nor4b_1                 380
sky130_fd_sc_hd__nor2_1                   90
sky130_fd_sc_hd__o41ai_1                  90
sky130_fd_sc_hd__nor4_1                  170
sky130_fd_sc_hd__nor4b_1                 670
No activity file was given, so power comes from the tool's default toggle rates.
